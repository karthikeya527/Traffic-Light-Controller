--- design.v ---
`timescale 1ns / 1ps
module Divider(
    input clk,
    input Reset_Sync,
    output reg oneHz_Enable
);
    localparam [26:0] hz_constant = 27'd1000;   
    reg [26:0] counter = hz_constant;
    always @(posedge clk) begin
        if (Reset_Sync) begin
            counter <= hz_constant;
            oneHz_Enable <= 0;
        end else begin
            if (counter == 0) begin
                oneHz_Enable <= 1;
                counter <= hz_constant;
            end else begin
                counter <= counter - 1;
                oneHz_Enable <= 0;
            end
        end
    end
endmodule
`timescale 1ns / 1ps
module FSM(
    input Sensor_Sync,
    input WR,
    output reg WR_Reset,
    output reg [6:0] LEDs,
    output reg [1:0] interval,
    output reg start_timer,
    input expired,
    input Prog_Sync,
    input Reset_Sync,
    input clk
);
    localparam tb = 2'b00, te = 2'b01, ty = 2'b10;
    localparam A = 7'b0011000, B = 7'b0101000, C = 7'b1000010,
               D = 7'b1000100, E = 7'b1001001;
    reg deviate, senseOneTime;
    reg start_timer_flag;
    always @(posedge clk) begin
        start_timer <= start_timer_flag;
        start_timer_flag <= 0;
    end
    always @(posedge clk) begin
        if (Prog_Sync || Reset_Sync) begin
            LEDs <= A;
            interval <= tb;
            WR_Reset <= 0;
            start_timer_flag <= 1;
            deviate <= 1;
            senseOneTime <= 1;
        end
        else if (expired) begin
            case (LEDs)
                A: if (deviate) begin
                        if (Sensor_Sync & senseOneTime) begin
                            LEDs <= A;
                            interval <= te;
                            start_timer_flag <= 1;
                            senseOneTime <= 0;
                        end else begin
                            LEDs <= A;
                            interval <= tb;
                            start_timer_flag <= 1;
                        end
                        deviate <= 0;
                    end else begin
                        LEDs <= B;
                        interval <= ty;
                        start_timer_flag <= 1;
                    end
                B: begin
                        if (WR) begin
                            LEDs <= E;
                            interval <= te;
                            start_timer_flag <= 1;
                            WR_Reset <= 1;
                        end else begin
                            LEDs <= C;
                            interval <= tb;
                            start_timer_flag <= 1;
                        end
                        senseOneTime <= 1;
                    end
                C: if (Sensor_Sync & senseOneTime) begin
                        LEDs <= C;
                        interval <= te;
                        start_timer_flag <= 1;
                        senseOneTime <= 0;
                    end else begin
                        LEDs <= D;
                        interval <= ty;
                        start_timer_flag <= 1;
                        senseOneTime <= 1;
                    end
                D: begin
                        LEDs <= A;
                        interval <= tb;
                        start_timer_flag <= 1;
                        deviate <= 1;
                        senseOneTime <= 1;
                    end
                E: begin
                        LEDs <= C;
                        interval <= tb;
                        start_timer_flag <= 1;
                        WR_Reset <= 0;
                        senseOneTime <= 1;
                    end
            endcase
        end
    end
endmodule
`timescale 1ns / 1ps
module Time_Parameters(
    input clk,
    input Prog_Sync,
    input [1:0] interval,
    input [1:0] selector,
    input [3:0] Time_value,
    output reg [3:0] value
);
    reg [3:0] tb = 4'd6;
    reg [3:0] te = 4'd3;
    reg [3:0] ty = 4'd2;
    always @(*) begin
        case (interval)
            2'b00: value = tb;
            2'b01: value = te;
            2'b10: value = ty;
            2'b11: value = tb << 1;
            default: value = tb;
        endcase
    end
    always @(posedge clk) begin
        if (Prog_Sync) begin
            case (selector)
                2'b00: begin
                    tb <= 4'd6;
                    te <= 4'd3;
                    ty <= 4'd2;
                end
                2'b01: tb <= Time_value;
                2'b10: te <= Time_value;
                2'b11: ty <= Time_value;
            endcase
        end
    end
endmodule
`timescale 1ns / 1ps
module Timer(
    input [3:0] value,
    input oneHz_Enable,
    input start_timer,
    input clk,
    input Reset_Sync,
    output reg expired
);
    reg [3:0] time_left;
    reg change = 1;
    always @(posedge clk) begin
        if (Reset_Sync || start_timer) begin
            change <= 0;
            expired <= 0;
        end
        else if (!change) begin
            time_left <= value - 1;
            change <= 1;
            expired <= 0;
        end
        else if (oneHz_Enable) begin
            if (time_left == 0) begin
                expired <= 1;
            end else begin
                time_left <= time_left - 1;
                expired <= 0;
            end
        end
        else begin
            expired <= 0;
        end
    end
endmodule
`timescale 1ns / 1ps
module TrafficLightController(
    input Reset,
    input Sensor,
    input Walk_Request,
    input Reprogram,
    input [1:0] Time_Parameter_Selector,
    input [3:0] Time_Value,
    input clk,
    output [6:0] LEDs,
    output [1:0] interval,
    output [3:0] value,
    output expired,
    output start_timer
);
    wire Reset_Sync, Sensor_Sync, WR_Sync, WR, WR_Reset;
    wire Prog_Sync, oneHz_Enable;
    wire [1:0] interval_internal;
    wire [3:0] value_internal;
    assign interval = interval_internal;
    assign value = value_internal;
    Divider divider (
        .Reset_Sync(Reset_Sync),
        .clk(clk),
        .oneHz_Enable(oneHz_Enable)
    );
    FSM fsm (
        .Sensor_Sync(Sensor_Sync),
        .WR(WR),
        .WR_Reset(WR_Reset),
        .LEDs(LEDs),
        .interval(interval_internal),
        .start_timer(start_timer),
        .expired(expired),
        .Prog_Sync(Prog_Sync),
        .clk(clk),
        .Reset_Sync(Reset_Sync)
    );
    synchronizer synchronizer (
        .Reset(Reset),
        .Sensor(Sensor),
        .Walk_Request(Walk_Request),
        .Reprogram(Reprogram),
        .clk(clk),
        .Prog_Sync(Prog_Sync),
        .WR_Sync(WR_Sync),
        .Sensor_Sync(Sensor_Sync),
        .Reset_Sync(Reset_Sync)
    );
    Time_Parameters timeParameter (
        .selector(Time_Parameter_Selector),
        .Time_value(Time_Value),
        .Prog_Sync(Prog_Sync),
        .interval(interval_internal),
        .clk(clk),
        .value(value_internal)
    );
    Timer timer (
        .value(value_internal),
        .oneHz_Enable(oneHz_Enable),
        .start_timer(start_timer),
        .clk(clk),
        .expired(expired),
        .Reset_Sync(Reset_Sync)
    );
    WR walkRegister (
        .clk(clk),
        .Reset_Sync(Reset_Sync),
        .WR_Sync(WR_Sync),
        .WR_Reset(WR_Reset),
        .WR(WR)
    );
endmodule
`timescale 1ns / 1ps
 module WR(
    input clk,
    input Reset_Sync,
    input WR_Sync,
    input WR_Reset,
    output reg WR
);
    always @(posedge clk) begin
        if (Reset_Sync) WR <= 0;
        else if (WR_Sync) WR <= 1;
        else if (WR_Reset) WR <= 0;
    end
endmodule
`timescale 1ns / 1ps
module synchronizer(
    input Reset,
    input Sensor,
    input Walk_Request,
    input Reprogram,
    input clk,
    output reg Prog_Sync,
    output reg WR_Sync,
    output reg Sensor_Sync,
    output reg Reset_Sync
);
    always @(posedge clk) begin
        Reset_Sync   <= Reset;
        Sensor_Sync  <= Sensor;
        WR_Sync      <= Walk_Request;
        Prog_Sync    <= Reprogram;
    end
endmodule
--- run.sh ---
#!/bin/bash
# OpenROAD 26Q1-2900-gdf79404cd8, Yosys 0.63+post, stock flow scripts
make -C /OpenROAD-flow-scripts/flow DESIGN_CONFIG=/design/flow/config.mk WORK_HOME=/design/flow/orfs finish
--- config.mk ---
export PLATFORM = sky130hd
export DESIGN_NAME = TrafficLightController
export DESIGN_NICKNAME = TrafficLightController
export VERILOG_FILES = /design/flow/design.v
export SDC_FILE = /design/flow/constraint.sdc
export NUM_CORES = 4
export LEC_CHECK = 1
export CORE_UTILIZATION = 30
--- constraint.sdc ---
current_design TrafficLightController

set clk_period 9.3
set clk_io_pct 0.2

create_clock -name clk0 -period $clk_period [get_ports {clk}]

set non_clock_inputs [all_inputs -no_clocks]
set_input_delay [expr $clk_period * $clk_io_pct] -clock clk0 $non_clock_inputs
set_output_delay [expr $clk_period * $clk_io_pct] -clock clk0 [all_outputs]
==> impl_metrics.tcl <==
# metrics dict for downstream scripts
set metrics [dict create \
    tool_warnings 28 \
    numPortBuffers 24 \
    p_sw_w 0.0001331 \
    synthFlopType "dfxtp_1" \
    cp.required_ns 7.44 \
    drc 0 \
    ant_nets 0 \
    worst_slew_pin_slew_ns 0.7756 \
    fp_util_pct 31.30 \
    reg2reg_from "fsm.LEDs[2]" \
    clock-root-buffer "clkbuf_8" \
    cts_tree "yes" \
    synthTopLogicFamily "simple AND/OR/NAND/NOR gates" \
    edf_count 16 \
    pwr-share-comb_pct 5.2 \
    wirelength_um 5572 \
    regArea_sq_um 1421 \
    die_y_um 100.9 \
    yosys_warnings 8 \
    hold_viol 0 \
    overflow 0 \
    rsz0062_at_grt "no" \
    worstSetupStartpointType "flop" \
    status "completed" \
    postCtsSetupBuffers 0 \
    grt_max_degree 20 \
    power_w 0.0006193 \
    ys_chip_area_sq_um 2933 \
    skew_ns 0.009326 \
    lay_top_count "dfxtp_1" \
    holdBufCountCts 0 \
    powerDensity_nw_per_um2 176.0 \
    critPathKind "flop to output pin" \
    diodes 0 \
    dpl.hpwl_um 3981 \
    crit_fanout 7 \
    final.min_clock_period_ns 3.670 \
    ys_types 52 \
    syn_area_sq_um 2933 \
    seq_power_share_pct 48.0 \
    final_cell_mix "dfxtp_1, nor2_1, nand2_1" \
    drt_iter0_drc 80 \
    dieWidth_um 100.9 \
    ys_seq_share_pct 48.46 \
    mux_area_share_pct 4.693 \
    ys_cells 299 \
    ys_sh_simple_pct 24.91 \
    vias 2173 \
    holdCritStartpoint "divider.counter[26]" \
    cts_resized 0 \
    drv_slew 0 \
    chipArea_sq_um 10180 \
    area_growth_pct 19.97 \
    yosys.area_share.adder_pct 2.560 \
    fmax_ghz 0.2725 \
    setup_viol 0 \
    fillers 945 \
    ys_sh_xor_pct 6.570 \
    numSynthFlops 63 \
    maxSlewHeadroom_pct 47.98 \
    routedWlPerCell_um 12.11 \
    synth.avg_cell_area_sq_um 9.809 \
    clkSinkCount 63 \
    cp-startpoint "fsm.interval[0]" \
    ys_sh_aoi_pct 9.258 \
    clock_power_share_pct 46.8 \
    critPathCaptureType "output pin" \
    reg2reg_slack_ns 6.80 \
    p_int_w 0.0004862 \
    place_congestion 0.8597 \
    cellLeakagePower_nw 1.285 \
    grt_first_pass_wirelength_um 9577 \
    logic_area_sq_um 1411 \
    peakVddDrop_v 0.00008449 \
    dr.pass1.iters 4 \
    finalSetupTns_ns 0 \
    path_clk_slew_ns 0.07 \
    cts_max_path_buffers 2 \
    insertion_delay_ns 0.34 \
    numCtsBuffers 9 \
    viasPerCell 4.724 \
    row_count 35 \
    synth_cells 299 \
    pin_count 26 \
    maxCapViolations 0 \
    antenna_found_initial 0 \
    drive_gt1_share_pct 8.157 \
    grtUsageTotal_pct 12.13 \
    cp.arrival_ns 1.81 \
    h-tree-depth 3 \
    grt_pass1_vias 2005 \
    period_used_pct 39.46 \
    core_sq_um 9371 \
    hold_path_class "flop to flop" \
    async_reset_ff_share_pct 0 \
    p_sw_share_pct 21.49 \
]
[sequential cells by signal, indices dropped and copies added (netlist names)]
name,cells
timer.time_left,4
fsm.interval,2
divider.counter,27
timer.change,1
timer.expired,1
timeParameter.te,4
synchronizer.Reset_Sync,1
synchronizer.Prog_Sync,1
fsm.deviate,1
divider.oneHz_Enable,1
fsm.LEDs,7
synchronizer.Sensor_Sync,1
timeParameter.tb,4
timeParameter.ty,4
synchronizer.WR_Sync,1
walkRegister.WR,1
fsm.WR_Reset,1
fsm.senseOneTime,1
[synthesized netlist by cell type (7+ instances only)]
master / count / area (sq um)
nand3_1: 9 / 45.04
nand2b_1: 9 / 56.30
inv_1: 11 / 41.29
mux2i_1: 7 / 70.07
a21oi_1: 11 / 55.05
nand2_1: 26 / 97.59
nor2_1: 38 / 142.6
and2_1: 7 / 43.79
xnor2_1: 11 / 96.34
edfxtp_1: 16 / 480.5
o21ai_0: 9 / 45.04
nor3_1: 10 / 50.05
xor2_1: 11 / 96.34
dfxtp_1: 47 / 940.9
[stage by stage]
stage / util (%) / std cells / setup slack (ns) / hold WS [ns] / area (sq um)
after floorplan: - / 299 / 6.521 / 0.4130 / 2933
after global placement: 34.95 / 444 / 5.968 / 0.4337 / 3276
after detailed placement: 34.95 / 444 / 5.927 / 0.4315 / 3276
after CTS: 37.54 / 460 / 5.603 / 0.4449 / 3518
after global routing: 37.54 / 460 / 5.549 / 0.4656 / 3518
final: 37.54 / 460 / 5.630 / 0.4418 / 3518
[worst max-delay path: stages, from the launching register on]
cell             delay, ns
dfxtp_1               0.50
mux4_2                0.55
clkdlybuf4s50_1       0.42
[power by group through the flow]
stage | Clock, W | Sequential [W] | Combinational [W]
global route | 0.000312 | 0.000299 | 0.0000364
finish | 0.000290 | 0.000297 | 0.0000320
CTS | 0.000296 | 0.000297 | 0.0000324
[kinds of logic after synthesis]
kind of cell               Yosys count
muxes                               10
adders and majority gates            6
AOI/OAI and AO/OA                   40
xor gates and xnor gates            22
and+or+nand+nor                    138
buffers and inverters               19
other                                1
DFF                                 63
[final cells by class]
| type | count | share of cell area [%] |
|---|---|---|
| inverters | 11 | 1.174 |
| multi-input cells | 217 | 40.11 |
| clock buffers | 9 | 3.521 |
| clock inverters | 7 | 3.378 |
| repair buffers | 24 | 6.828 |
| flip-flops and latches | 63 | 40.40 |
| well taps | 129 | 4.587 |
[worst paths after layout]
kind                               end  cells past startpoint
setup / recovery              value[3]                      2
hold / removal    divider.oneHz_Enable                      1
setup reg to reg       fsm.interval[0]                      5
hold reg to reg   divider.oneHz_Enable                      1
[per-layer routing]
layer	part of all wire [%]	track usage, %	wire (um)
met3	4.3	3.385	238
met4	0.86	0.7804	48
met1	52	19.35	2871
met5	0	0	0
met2	43	17.60	2414
No activity file was given, so power comes from the tool's default toggle rates.
